===== flow/config.mk =====
export PLATFORM = sky130hd
export DESIGN_NAME = vending_machine
export DESIGN_NICKNAME = vending_machine
export VERILOG_FILES = /design/flow/design.v
export SDC_FILE = /design/flow/constraint.sdc
export NUM_CORES = 4
export LEC_CHECK = 1
export CORE_AREA = 10 10 73 73
export DIE_AREA = 0 0 83 83

===== flow/constraint.sdc =====
current_design vending_machine

set clk_period 3.0
set clk_io_pct 0.2

create_clock -name clk0 -period $clk_period [get_ports {clk}]

set non_clock_inputs [all_inputs -no_clocks]
set_input_delay [expr $clk_period * $clk_io_pct] -clock clk0 $non_clock_inputs
set_output_delay [expr $clk_period * $clk_io_pct] -clock clk0 [all_outputs]

===== flow/design.v =====
module vending_machine(in,clk,rst,out,change);
  input [2:0]in;  
  input clk,rst;
  output reg [2:0]change; 
  output reg out;
  parameter s0=3'b000;  
  parameter s1=3'b001;  
  parameter s2=3'b010; 
  parameter s3=3'b011;
  parameter s4=3'b100;
  reg [2:0] current_state,next_state;
  always @(posedge clk)
    begin
      if(rst==1)
        begin
          current_state=0;
          next_state=0;
          change=3'b000;
        end
      else
        current_state=next_state;
      case(current_state)
        s0:         
          if(in==0)
            begin
              next_state=s0;
              out=0;
              change=3'b000;
            end
        else if(in==3'b001)
          begin
            next_state=s1;
            out=0;
            change=3'b000;
          end
        else if(in==3'b010)
          begin
            next_state=s2;
            out=0;
            change=3'b000;
          end
        s1:   
          if(in==0)
            begin
              next_state=s0;
              out=0;
              change=3'b001;  
            end
        else if(in==3'b001)
          begin
            next_state=s2;
            out=0;
            change=3'b000;
          end
        else if(in==3'b010)
          begin
            next_state=s3;
            out=0;
            change=3'b000;
          end
        s2:      
          if(in==0)
            begin
              next_state=s0;
              out=0;
              change=3'b010;   
end
        else if(in==3'b001)
          begin
            next_state=s3;
            out=0;
            change=3'b000;
          end
        else if(in==3'b010)
          begin
            next_state=s4;
            out=0;
            change=3'b000;
          end
          s3:   
             if(in==0)
            begin
              next_state=s0;
              out=0;
              change=3'b011;   
            end
        else if(in==3'b001)
          begin
            next_state=s4;
            out=0;
            change=3'b000;
          end
        else if(in==3'b010)
          begin
            next_state=s0;
            out=1;  
            change=3'b000;
          end
          s4:   
               if(in==0)
            begin
              next_state=s0;
              out=0;
              change=3'b100;   
             end
            else if(in==3'b001)
          begin
            next_state=s0;
            out=1;   
            change=3'b000;
          end
        else if(in==3'b010)
          begin
            next_state=s0;
            out=1;  
            change=3'b001;
          end
        endcase
    end
 endmodule

===== flow/run.sh =====
#!/bin/bash
# OpenROAD 26Q1-2900-gdf79404cd8, Yosys 0.63+post, stock flow scripts
make -C /OpenROAD-flow-scripts/flow DESIGN_CONFIG=/design/flow/config.mk WORK_HOME=/design/flow/orfs finish

==> impl_metrics.py <==
# Synthesis and PnR figures
metrics = {
    "global_route": {
        "grt_max_degree": 18,
        "first_global_vias": 572,
        "gr_usage_total_pct": 4.14,
        "antenna_found_initial": 0,
        "grt_pass1_wl_mm": 2.53,
        "grt_overflow_total": 0,
    },
    "power_and_ir_drop": {
        "total_switching_power_mw": 0.0896,
        "power_switching_share_pct": 24.3,
        "power_mw": 0.369,
        "combPwrFrac_pct": 12.6,
        "power_density_nw_per_um2": 479,
        "clock_power_share_pct": 45.7,
        "share_seq_of_total_power_pct": 41.7,
        "ir_drop_v": 0.000157,
        "cellInternalPower_mw": 0.279,
        "power_leakage_nw": 0.240,
    },
    "logic_synthesis": {
        "cell_variety_after_synth": 33,
        "syn_avg_cell_area_sq_um": 8.26,
        "enable_flop_cells": 1,
        "numSynthFlops": 10,
        "share_of_flip_flops_with_an_asynchronous_set_or_reset_after_synthesis_pct": 0,
        "synth_area_sq_um": 619,
        "syn-instance-count": 75,
        "synth-seq-area-share_pct": 33.9,
        "yosys-stat-cells": 75,
        "synth-area-yosys_sq_um": 619,
        "count_of_warnings_emitted_by_yosys": 1,
        "ys.flop_type": "dfxtp_1",
    },
    "placed_design": {
        "dpl_cell_area_sq_um": 714,
        "dp_hpwl_mm": 1.00,
        "placement.io_buffers": 8,
        "dp_worst_setup_slack_ns": 0.889,
        "final_replace_weighted_congestion": 0.766,
    },
    "timing": {
        "setup_slack_ns": 1.08,
        "clock_skew_ns": 0.00227,
        "timing_hold_violations_final": 0,
        "setup_viol_count_final": 0,
        "maxSlewViolCount": 0,
        "min_period_ns": 1.92,
        "max_slew.worst_pin.slew_ns": 0.465,
        "fmax_ghz": 0.521,
        "timing.final.crit_share_pct": 64.0,
        "max-slew-margin-rel_pct": 68.9,
        "grt_setup_unrepaired": "false",
        "fin_tns_setup_ns": 0,
    },
    "final_layout": {
        "finalInstanceArea_sq_um": 769,
        "drive_gt1_share_pct": 7.50,
        "layout-area-overhead-vs-synth_pct": 24.2,
    },
    "floorplanning": {
        "core-area_sq_um": 3740,
        "pin_count": 9,
        "fp-row-count": 22,
        "die_height_um": 83,
        "fp_util_pct": 16.5,
        "die_area_sq_um": 6890,
        "die.size.x_um": 83,
    },
    "clocking": {
        "cts.reportedPaths.clkPinSlew_ns": 0.05,
        "cts.repair_timing.setup_buffer_count": 0,
        "clk_lat_worst_skew_ns": 0.23,
        "tritoncts": "built",
        "number_of_buffers_on_the_longest_clock_path": 2,
        "cts_buffers": 3,
        "clock_sink_count": 10,
        "cts_hold_buf": 0,
        "cts_max_level": 1,
        "cts_resized": 0,
        "cts_root_buffer": "clkbuf_8",
    },
    "routing": {
        "detailroute.via_count": 588,
        "route.detailed.vias_per_inst": 4.59,
        "drtAntennaViolNets": 0,
        "routedWlPerCell_um": 11.5,
        "antenna_cells_inserted": 0,
        "detailedRoute.firstPassIterationCount": 4,
        "drc": 0,
        "wirelength_mm": 1.47,
        "drtIter0Drc": 109,
    },
    "critical_path": {
        "regToRegEndpoint": "out$_DFFE_PP_",
        "worstRegToRegCells": 3,
        "required_ns": 3.11,
        "worst_setup_path_endpoint": "next_state[2]$_DFF_P_",
        "worstSetupPathType": "primary input to flop",
        "r2r-start": "next_state[1]$_DFF_P_",
        "reg2reg_setup_slack_ns": 1.43,
        "worst_setup_path_startpoint": "in[0]",
        "worst_setup_path_end_kind": "flop",
        "worst-endpoint-arrival_ns": 2.03,
        "critical_path_source_type": "primary input",
        "cp_max_fo": 13,
    },
    "hold_path": {
        "worst_hold_startpoint": "next_state[3]$_DFF_P_",
        "worst_min_delay_path_category": "flop to flop",
    },
    "flow_run": {
        "drv.max_cap_violation_count": 0,
        "log.warning_count": 25,
    },
    "outcome": {
        "outcome": "finished, final reports clean",
    },
}
==> cell families (layout without fill, tap and decap cells) <==
logic type | after synthesis | after routing | synth area share (%)
compound gates | 28 | 28 | 30.3
flops | 10 | 10 | 33.9
simple gates | 27 | 27 | 26.7
buf+inv | 10 | 15 | 9.09
==> layer usage <==
layer / share of wire, % / up-vias / track usage (%)
met5: 0 / - / 0
met2: 40 / 14 / 6.01
met3: 8.2 / 0 / 2.17
li1: - / 293 / -
met4: 0 / 0 / 0.308
met1: 52 / 281 / 5.52
==> per-stage QoR <==
| stage | cells | hold slack, ns | utilization (%) |
|---|---|---|---|
| after detailed placement | 124 | 0.477 | 19.1 |
| after floorplan | 75 | 0.442 | - |
| final | 128 | 0.483 | 20.6 |
| after global placement | 124 | 0.469 | 19.1 |
| after global routing | 128 | 0.493 | 20.6 |
| after CTS | 128 | 0.482 | 20.6 |
==> cells in the final DEF (no fill, tap or decap) <==
cell             count
a211oi_1             1
inv_1                3
dfxtp_1              9
a311oi_1             1
edfxtp_1             1
o2111ai_1            1
nand3b_1             2
o21a_1               1
nor4_1               1
or3_1                1
a21o_1               3
o221ai_1             1
nor2_1               7
o211ai_1             3
nor4bb_1             2
nor3b_2              1
nand2_1              1
nor3_1               5
or3b_1               2
and2_1               2
a211oi_2             1
clkbuf_8             4
nand4_1              1
o21ai_0              6
or2b_1               1
o21ai_1              1
clkdlybuf4s50_1      8
a32oi_1              1
nand2b_1             1
a21oi_1              7
a221o_1              1
==> synth_stat cells (all sizes together) (2+ instances only) <==
cell type  n  area share, %
dfxtp      9             29
a21oi      7            5.7
nor2       7            4.2
o21ai      7            5.7
buf        6            6.7
nor3       5            4.0
a21o       3            3.6
inv        3            1.8
o211ai     3            3.6
a211oi     2            3.2
and2       2            2.0
nand3b     2            2.4
nor4bb     2            3.2
or3b       2            2.8
==> worst min-delay path by stage <==
stage                                   end  cells after the start
final                 next_state[3]$_DFF_P_                      2
after CTS             next_state[3]$_DFF_P_                      2
after global routing  next_state[3]$_DFF_P_                      2
==> worst max-delay path, stage by stage <==
cell and delay (ns):
clkdlybuf4s50_1 0.62, a21oi_1 0.45, a21o_1 0.23, o221ai_1 0.13
==> layout make-up <==
| class | instances | area, sq um |
|---|---|---|
| timing repair buffer | 8 | 80.1 |
| sequential | 10 | 210 |
| inverter | 3 | 11.3 |
| multi-input combinational | 55 | 353 |
| clock buffer | 4 | 55.1 |
| tap | 48 | 60.1 |
| fill | 425 | 2970 |
==> power groups by stage <==
stage	clock (mW)	combinational [mW]	sequential, mW
finish	0.169	0.0465	0.154
global route	0.179	0.0520	0.155
CTS	0.171	0.0459	0.153
Power figures rest on the tool's default switching activity, not on a simulated workload.
